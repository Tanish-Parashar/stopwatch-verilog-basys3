==> ./design.v <==
module bcd_to_7seg(
    input  [3:0] bcd,        
    output reg [6:0] seg     
);
always @(*) begin
    case (bcd)
        4'd0: seg = 7'b1000000;  
        4'd1: seg = 7'b1111001;  
        4'd2: seg = 7'b0100100;  
        4'd3: seg = 7'b0110000;  
        4'd4: seg = 7'b0011001;  
        4'd5: seg = 7'b0010010;  
        4'd6: seg = 7'b0000010;  
        4'd7: seg = 7'b1111000;  
        4'd8: seg = 7'b0000000;  
        4'd9: seg = 7'b0010000;  
        default: seg = 7'b1111111;  
    endcase
end
endmodule
`timescale 1ns / 1ps
module clk_divider(
    input clk,
    output reg clk1hz =0
    );
    reg [31:0] count;
    always@(posedge clk)
    begin
     if (count < 50000000)
     begin
      count <= count +1;
     end
     else
     begin 
      clk1hz <= ~clk1hz;
      count <= 0;
     end
    end
endmodule
`timescale 1ns / 1ps
module control_unit(
    input start,
    input stop,
    input reset,
    input clk,
    output reg enable_count,
    output reg reset_count
    );
    always@(posedge clk)
    begin
     if (reset)
     begin
      enable_count <= 0;
      reset_count <= 1;
     end
     else
     begin
      if (start == 1 && stop == 0)
      begin
       reset_count <= 0;
       enable_count<=1;
      end
      else
      begin
       reset_count <= 0;
       enable_count<=0;
      end
     end
    end
endmodule
`timescale 1ns / 1ps
module time_counter(
    input reset,
    input enable,
    input clk1hz,
    output reg [5:0] sec,
    output reg [5:0] min
    );
     always @(posedge clk1hz) begin
        if (reset) begin
            sec <= 0;
            min <= 0;
        end
        else if (enable) begin
            if (sec == 59) begin
                sec <= 0;
                min <= min + 1;
            end else begin
                sec <= sec + 1;
            end
        end
    end
endmodule
module top(
    input clk,              
    input [2:0] sw,         
    output [3:0] an,        
    output [6:0] seg        
);
wire clk1hz;
wire [5:0] sec, min;
wire enable_count, reset_count;
wire [6:0] seg_out;
reg [3:0] bcd_input;
reg [3:0] digit;
reg [15:0] refresh_counter = 0;
reg [1:0] digit_sel;
clk_divider uut0 (
    .clk(clk),
    .clk1hz(clk1hz)
);
control_unit uut1 (
    .clk(clk),
    .start(sw[0]),
    .stop(sw[1]),
    .reset(sw[2]),
    .enable_count(enable_count),
    .reset_count(reset_count)
);
time_counter uut2 (
    .clk1hz(clk1hz),
    .reset(reset_count),
    .enable(enable_count),
    .sec(sec),
    .min(min)
);
always @(posedge clk) begin
    refresh_counter <= refresh_counter + 1;
    digit_sel <= refresh_counter[15:14];   
end
always @(*) begin
    case (digit_sel)
        2'b00: begin
            bcd_input = sec % 10;
            digit = 4'b1110;   
        end
        2'b01: begin
            bcd_input = sec / 10;
            digit = 4'b1101;   
        end
        2'b10: begin
            bcd_input = min % 10;
            digit = 4'b1011;   
        end
        2'b11: begin
            bcd_input = min / 10;
            digit = 4'b0111;   
        end
    endcase
end
bcd_to_7seg uut3 (
    .bcd(bcd_input),
    .seg(seg_out)
);
assign seg = seg_out;
assign an = digit;
endmodule
==> ./run.sh <==
#!/bin/bash
# OpenROAD 26Q1-2900-gdf79404cd8, Yosys 0.63+post, stock flow scripts
make -C /OpenROAD-flow-scripts/flow DESIGN_CONFIG=/design/flow/config.mk WORK_HOME=/design/flow/orfs finish
==> ./config.mk <==
export PLATFORM = sky130hd
export DESIGN_NAME = top
export DESIGN_NICKNAME = top
export VERILOG_FILES = /design/flow/design.v
export SDC_FILE = /design/flow/constraint.sdc
export NUM_CORES = 4
export LEC_CHECK = 1
export CORE_UTILIZATION = 50
==> ./constraint.sdc <==
current_design top

set clk_period 7.2
set clk_io_pct 0.2

create_clock -name clk0 -period $clk_period [get_ports {clk}]

set non_clock_inputs [all_inputs -no_clocks]
set_input_delay [expr $clk_period * $clk_io_pct] -clock clk0 $non_clock_inputs
set_output_delay [expr $clk_period * $clk_io_pct] -clock clk0 [all_outputs]
==> results.cfg <==
; implementation run metrics
[status]
status = completed

[finish]
comb_area_um2 = 2291
drive_above_1_share_pct = 8.830
syn2layout_area_growth_pct = 8.896
area.sequential_um2 = 1316
finalInstanceArea_um2 = 4074
n_fill_cell = 678

[place]
port_buffers = 14
place.gp.congestion = 0.8464
dp_hpwl_um = 5008
place_area_um2 = 3975

[route]
via_per_inst = 5.337
met2_length_um = 3222
vias = 2946
wirelength_um = 6607
drc_errors = 0
first_pass_iters = 5
first_iter_violations = 113
avgRoutedWirePerCell_um = 11.97
route.met3.wl_um = 143
top_layer_used = met4
antennaDiodeCount = 0
ant_nets = 0
wl_met1_um = 3204

[floorplan]
rows = 31
fp_util_pct = 51.58
io_pins = 15
die_w_um = 88.50
die_y_um = 88.50
dieArea_um2 = 7832
core-area_um2 = 7253

[synthesis]
edf_count = 1
yosysMostFrequentCell = dfxtp_1
synth.top_cell.area_share_pct = 34.25
ys_seq_elements = 65
yosys_warnings = 5
synth_area_per_cell_um2 = 8.600
synth_top_cell_by_area = dfxtp_1
ff_type = dfxtp_1
top_cells_by_count = dfxtp_1, nor2_1, nand2_1
async_flop_share_pct = 0
ys_seq_share_pct = 35.05
synthTopCellsByArea = dfxtp_1, nor2_1, ha_1
ys_chip_area_um2 = 3741
ys_types = 65
synth_area_um2 = 3741
syn_inst = 435
yosys-stat-cells = 435

[cts]
cts.hold.buffers_added = 0
root_buffer = clkbuf_8
cts_buffers = 5
htreeDepth = 2
clk_path_buf_depth = 2
cts_tree = yes
clock_latency_ps = 300
path_clk_slew_ps = 90

[final_timing]
finClkSkew_ps = 7.483
final.setup.tns_ps = 0
finalCriticalPeriod_ps = 6711
tightest_slew_ps = 821.1
fmax_mhz = 149.0
slew_headroom_pct = 44.89
min_period_over_period_pct = 93.20
setup_viol = 0
untimed_endpoints = 12
finalHoldViolations = 0
unclocked_regs = 12
grt_setup_unrepaired = no
slew_violations = 0

[grt]
antenna_found_initial = 0
grt.overflow.total = 0
grt_max_degree = 17
grt_pass1_wl_um = 11250
grt_pass1_vias = 2576
grt.total_usage_pct = 18.19

[flow_run]
drv_cap = 0
warnings = 32

[power]
power_density_nw_per_um2 = 117.3
p_leak_nw = 1.451
ir_drop_uv = 141.8
p_total_w = 0.0004779

[critical_path]
critPathCaptureType = output port
critPathRequiredTime_ps = 5760
crit_path_start_kind = flop
cp.arrival_ps = 5270
crit_type = flop to output port
cp_max_fo = 13

[worst_hold_path]
hold_path.class = flop to flop
cell type report:
class | instances | share of cell area [%]
Tap cell | 99 | 3.041
Multi-Input combinational cell | 338 | 56.23
Sequential cell | 65 | 32.31
Clock buffer | 6 | 1.781
Clock inverter | 2 | 0.3378
Timing Repair Buffer | 17 | 3.993
Inverter | 25 | 2.303
metrics by stage:
| stage | std cells | hold WS (ps) | setup WS [ps] | utilization [%] |
|---|---|---|---|---|
| after global routing | 552 | 379.9 | 55.59 | 56.17 |
| after global placement | 543 | 364.0 | 697.0 | 54.80 |
| final | 552 | 362.2 | 489.4 | 56.17 |
| after floorplan | 440 | 350.1 | 1659 | - |
| after CTS | 551 | 373.6 | 223.5 | 55.99 |
| after detailed placement | 543 | 359.2 | 609.6 | 54.80 |
power by group:
group	switching (W)	internal, W	leakage, nW
Clock	0.0000905	0.0000689	0.0417
Sequential	0.00000515	0.000308	0.528
Combinational	0.00000233	0.00000304	0.881
cells by family after synthesis:
group                      count (synthesis)  share of synthesized area [%]
and+or+nand+nor                          174                          22.44
AOI/OAI and AO/OA                         75                          15.82
DFF                                       65                          35.05
xor gates and xnor gates                  47                          11.20
buffers and inverters                     37                          4.214
adders and majority gates                 18                          6.020
muxes                                     18                          5.150
other                                      1                         0.1002
flip-flops by register name, summed over array words and instances (netlist names):
name / cells
uut0.clk1hz: 1
uut1.reset_count: 1
refresh_counter: 16
uut2.sec: 6
digit_sel: 2
uut1.enable_count: 1
uut2.min: 6
uut0.count: 32
cell usage in the layout (no fill, tap or decap), drive strengths merged, types with 3 or more instances in the layout:
master	instances
a21oi	20
a22oi	4
a31oi	3
and3	7
buf	3
clkbuf	6
clkdlybuf4s50	14
conb	6
dfxtp	64
ha	18
inv	26
mux2	7
mux2i	11
nand2	36
nand2b	6
nand3	15
nand4	19
nor2	63
nor3	9
o211ai	4
o21ai	17
o22ai	4
or3	3
or4	4
xnor2	25
xor2	22
per-layer routing:
| layer | vias to the layer above | track usage, % |
|---|---|---|
| li1 | 1558 | - |
| met1 | 1350 | 26.29 |
| met2 | 36 | 31.96 |
| met3 | 2 | 1.419 |
| met4 | 0 | 1.466 |
| met5 | - | 0 |
worst paths after layout:
kind,to,slack (ps),startpoint,depth (start not counted)
worst max-delay path,seg[1],490,digit_sel[0]$_DFF_P_,20
worst min-delay path,digit_sel[1]$_DFF_P_,360,refresh_counter[15]$_DFF_P_,0
worst max register to register,uut0.count[22]$_SDFF_PP0_,4930,uut0.count[0]$_SDFF_PP0_,8
worst min register to register,digit_sel[1]$_DFF_P_,360,refresh_counter[15]$_DFF_P_,0
critical path: stages, from the launching register on:
cell	delay, ps
dfxtp_4	450
nor2_4	80
inv_2	210
mux2i_1	320
inv_1	90
ha_1	200
nand2b_1	140
ha_1	310
inv_1	90
nand2_1	50
o22ai_1	140
o211ai_1	120
or3_1	550
a2111oi_4	490
o21ai_2	130
a221oi_4	400
inv_1	110
ha_1	330
o21a_1	190
nor2_1	80
clkdlybuf4s50_1	460
timing repair:
action	in CTS	in global routing
setup buffers	0	1
setup endpoints to repair	0	4
gates resized	0	3
Power figures rest on the tool's default switching activity, not on a simulated workload.
